==> ./design.v <==
module uart_tx #(parameter WORD_W = 8, OP_W = 3)
    (input logic clock, clock_50M, n_reset, MDR_bus,
    CS, R_NW, load_MAR, load_MDR,
    output logic uart_tx_pin,
    inout wire [WORD_W-1:0] sysbus);
logic [WORD_W-1:0] mdr, piso_in;
logic tx_status, piso_busy, data_ready;
logic [1:0] piso_busy_sync;
logic [WORD_W-OP_W-1:0] mar;
assign sysbus = (MDR_bus && (mar==5'd27)) ? mdr : {WORD_W{1'bZ}};
assign tx_status = data_ready;
piso #(.DIVIDER(4096), .CHAR_W(WORD_W)) uart_piso
    (.uart_tx_pin(uart_tx_pin),
    .clock_50M(clock_50M), .n_reset(n_reset),
    .data_ready(data_ready), .tx_busy(piso_busy),
    .tx_data(piso_in));
always_ff @(posedge clock, negedge n_reset) begin
    if(~n_reset) begin
        mdr <= 0;
        mar <= 0;
        piso_in <= 0;
        piso_busy_sync[1:0] <= 0;
        data_ready <= 0;
    end
    else begin
        piso_busy_sync[1] <= piso_busy;
        piso_busy_sync[0] <= piso_busy_sync[1];
        if ((~piso_busy_sync[0]) & piso_busy_sync[1])  
            data_ready <= 0;
        if (load_MAR)
            mar <= sysbus[WORD_W-OP_W-1:0]; 
        else if (load_MDR && (mar == 5'd26)) begin
            piso_in <= sysbus;
            data_ready <= 1;
        end
        else if (CS && R_NW && (mar == 5'd27))
            mdr <= { {(WORD_W-1){1'b0}}, tx_status};  
    end    
end
endmodule
module counternbit_enable #(
  parameter OUTPUTWIDTH = 1,
  parameter DIVISIONBITS = 6,
  parameter MAX = (2**OUTPUTWIDTH)-1,
  parameter TOP = (DIVISIONBITS+OUTPUTWIDTH-1)
)
(input logic clk, n_reset, enable,
output logic [OUTPUTWIDTH-1:0] value);
logic [TOP:0] count, next_count;
logic [OUTPUTWIDTH-1:0] next_value;
assign value = count[TOP:(TOP-OUTPUTWIDTH+1)];
assign next_value = next_count[TOP:(TOP-OUTPUTWIDTH+1)];
always_comb begin
  next_count = count + 1;
end
always_ff @(posedge clk, negedge n_reset)
  if (~n_reset)
    count <= 0;
  else if (next_value > MAX)
    count <= 0;
  else if (enable)
    count <= next_count;
endmodule
module piso #(
    parameter DIVIDER = 4096,
    parameter CHAR_W=8,
    parameter DIVISIONBITS = $clog2(DIVIDER)-1,
    parameter COUNTER_W = $clog2(CHAR_W)+1
)(
    input logic clock_50M, n_reset, data_ready,
    input logic [CHAR_W-1:0] tx_data,
    output logic tx_busy, uart_tx_pin
);
logic tx_clock;
logic [CHAR_W-1:0] tx_shift_reg;
logic busy;
logic [1:0] data_ready_sync;
logic [COUNTER_W-1:0] pulses_since_reset;
counternbit_enable
    #(.OUTPUTWIDTH(1), .DIVISIONBITS(DIVISIONBITS)) uart_clock
    (.clk(clock_50M), .n_reset(n_reset),
    .enable(1'b1), .value(tx_clock));
always_comb begin
    tx_busy = busy;
end
always_ff @(posedge tx_clock, negedge n_reset)
begin
    if (~n_reset) begin
        data_ready_sync[1:0] <= 0;
        busy <= 0;
        tx_shift_reg <= 0;
        uart_tx_pin <= 1;
        pulses_since_reset <= 0;
    end
    else begin
        data_ready_sync[1] <= data_ready;
        data_ready_sync[0] <= data_ready_sync[1];
        if (data_ready_sync[0] & ~busy)
        begin
            busy <= 1;
            tx_shift_reg <= tx_data;
            pulses_since_reset <= 0;
        end
        else begin
            if (busy) begin
                if (pulses_since_reset == 0)
                    uart_tx_pin <= 0;  
                else if (pulses_since_reset == CHAR_W+1) begin
                    uart_tx_pin <= 1;  
                    busy <= 0;
                end else if (pulses_since_reset <= CHAR_W) begin
                    uart_tx_pin <= tx_shift_reg[0];
                    tx_shift_reg <= {1'b0, tx_shift_reg[CHAR_W-1:1]};
                end
                pulses_since_reset <= pulses_since_reset + 1;
            end
        end
    end
end
endmodule
==> ./config.mk <==
export PLATFORM = sky130hd
export DESIGN_NAME = uart_tx
export DESIGN_NICKNAME = uart_tx
export VERILOG_FILES = /design/flow/design.v
export SDC_FILE = /design/flow/constraint.sdc
export NUM_CORES = 4
export LEC_CHECK = 1
export CORE_AREA = 10 10 93 93
export DIE_AREA = 0 0 103 103
==> ./run.sh <==
#!/bin/bash
# OpenROAD 26Q1-2900-gdf79404cd8, Yosys 0.63+post, stock flow scripts
make -C /OpenROAD-flow-scripts/flow DESIGN_CONFIG=/design/flow/config.mk WORK_HOME=/design/flow/orfs finish
==> ./constraint.sdc <==
current_design uart_tx

set clk_period 2.9
set clk_io_pct 0.2

create_clock -name clk0 -period $clk_period [get_ports {clock}]
create_clock -name clk1 -period $clk_period [get_ports {clock_50M}]

set non_clock_inputs [all_inputs -no_clocks]
set_input_delay [expr $clk_period * $clk_io_pct] -clock clk0 $non_clock_inputs
set_output_delay [expr $clk_period * $clk_io_pct] -clock clk0 [all_outputs]
==> job_summary.md <==
### Flow metrics

| Metric | Value |
|---|---|
| Status | `completed` |
| Worst reg-to-reg setup slack | `1.71 ns` |
| Fin. Hold Viols | `0` |
| P_leak | `0.000425 uW` |
| Final std cells w/o fill | `159` |
| Total Power | `352 uW` |
| Setup bufs post-CTS | `0` |
| Placed instance count | `155` |
| Row count | `30` |
| CP Data Required Time | `3.18 ns` |
| Crit-path slowest cell | `clkdlybuf4s50_1` |
| Vias | `461` |
| Synth cell types | `23` |
| Top post-synthesis cells by area | `dfrtp_1 (50%), xnor2_1 (7.2%), buf_4 (7.1%)` |
| Syn-to-layout area delta | `16.2%` |
| Register area share after synthesis | `53.1%` |
| 1st-pass router iterations | `2` |
| Final HPWL DP | `891 um` |
| Synth top area share | `50.0%` |
| CTS tree | `built` |
| Setup Skew | `0.000849 ns` |
| I/O pin cnt | `17` |
| Placer congestion estimate | `0.726` |
| Hold-fix buffers at CTS | `0` |
| WL/cell | `7.21 um` |
| Initial antenna violation count | `0` |
| Worst Setup End Kind | `asynchronous set/reset pin` |
| FF-to-FF Start | `uart_piso.uart_clock.count[0]` |
| Core box area | `6760 um^2` |
| Async S/R FF share, synth | `100%` |
| I/O Buffers | `2` |
| Vias per cell | `2.90` |
| First-pass GRT wire length | `2170 um` |
| Slew Limit Headroom | `48.8%` |
| Synth area leader | `dfrtp_1` |
| Worst-path clk slew | `0.05 ns` |
| Chip Height | `103 um` |
| Die Area | `10600 um^2` |
| Worst Tran Pin Value | `0.766 ns` |
| Yosys stat cell total | `75` |
| Residual DRC | `0` |
| Max Cap Viol | `0` |
| CP Launch Type | `input pin` |
| Critical-path cell list | `clkdlybuf4s50_1` |
| Ys Warns | `4` |
| DRT iter0 DRCs | `27` |
| Die W | `103 um` |
| Vias in the first global route | `492` |
| Number of enable flip-flop cells | `0` |
| Total number of H-tree levels | `1` |
| FF-to-FF End | `uart_piso.uart_clock.count[10]` |
| Worst Hold Class | `flop to flop` |
| Fp util | `12.6%` |
| TNS Setup | `0 ns` |
| WS Path Type | `input pin to asynchronous set/reset pin` |
| WHS Endpoint | `uart_piso.uart_clock.count[10]` |
| GRT overflow | `0` |
| Root buf cell | `clkbuf_8` |
| Crit Path Max Fanout | `18` |
| Inserted Clock Buffers | `3` |
| Min-Delay Startpoint | `uart_piso.uart_clock.count[10]` |
| Seq cells post-synth | `18` |
| Buffers and inverters on the worst path | `1` |
| Final instance area | `988 um^2` |
| CTS resizes | `0` |
| Ys flop type | `dfrtp_1` |
| VDD IR max | `0.113 mV` |
| Syn Area/Cell | `11.3 um^2` |
| Crit-path max cell delay | `0.97 ns` |
| Antenna diode count | `0` |
| Endpoints left unconstrained | `7` |
| Fin. max-slew vios | `0` |
| Hold path depth | `1` |
| Worst R2R Path Depth | `4` |
| Final setup viols | `0` |
| Most frequent cell after synthesis | `dfrtp_1` |
| Total Routing Usage GR | `2.49%` |
| Delay-heaviest family, CP | `buffers and inverters` |
| Synth Instances | `75` |
| Yosys Chip Area | `851 um^2` |
| Post-synth top cells | `dfrtp_1 (17), buf_4 (8), xnor2_1 (7)` |
| Number of routed nets with antenna violations | `0` |
| Mapped cell area | `851 um^2` |
| Register pins left without a clock | `6` |
| Layout cell share with drive strength beyond 1 | `10.1%` |
| Longest Clk Path Bufs | `2` |
| Count of tool warnings | `34` |
| Placed inst area | `933 um^2` |
| CP arrival | `1.55 ns` |
| Maximum number of pins on one net before global-route repair | `19` |
| Wirelength, routed | `1150 um` |
| RSZ-0062 raised after global routing | `false` |
| Pwr/cell area | `356 nW/um^2` |
| Final Util | `14.6%` |
==> power breakdown <==
| group | switching, uW | internal [uW] | total (uW) |
|---|---|---|---|
| registers | 0 | 168 | 168 |
| clock network | 58.1 | 120 | 178 |
| logic | 4.98 | 1.18 | 6.16 |
| total | 63.0 | 289 | 352 |
==> final cells by class <==
type / count / area (um^2)
clock buffer: 4 / 55.1
sequential: 18 / 452
inverter: 5 / 18.8
timing repair buffer: 2 / 20.0
multi-input combinational: 50 / 343
fill: 760 / 5770
tap: 80 / 100
==> how the worst max path moves through the flow <==
stage,start,end,slack [ns],cells past startpoint
global route,n_reset,uart_piso.uart_clock.count[2],1.45,1
finish,n_reset,uart_piso.uart_clock.count[1],1.63,1
CTS,n_reset,uart_piso.uart_clock.count[5],1.54,1
==> sequential cells by signal (all words and copies together) (netlist names) <==
name,count
uart_piso.uart_clock.count,12
uart_piso.pulses_since_reset,4
uart_piso.busy,1
uart_piso.uart_tx_pin,1
==> per-stage QoR <==
step / hold WS (ns) / setup slack, ns
after floorplan: 0.284 / 1.85
after global placement: 0.461 / 1.28
after detailed placement: 0.461 / 1.29
after CTS: 0.470 / 1.54
after global routing: 0.494 / 1.45
final: 0.465 / 1.63
==> layout by cell type, fill, tap and decap left out, drive strengths merged <==
cell,Yosys,routed
inv,5,5
a22oi,1,1
clkdlybuf4s50,0,2
xnor2,7,7
xor2,6,6
nand3,4,4
dfrtp,17,17
ha,4,4
o22ai,1,1
clkbuf,1,4
nand2,6,6
nand2b,1,1
nor2,1,1
nor4,1,1
conb,1,8
dfstp,1,1
a21boi,1,1
nand4,4,4
nor3,2,2
o21ai,1,1
nor2b,1,1
and4,1,1
==> metal layers <==
layer	vias up	part of all wire (%)	GRT usage (%)
li1	240	-	-
met5	-	0	0
met2	7	45	3.66
met1	214	48	3.37
met4	0	0	0.214
met3	0	7.0	1.22
==> kinds of logic after synthesis <==
| family | share of synthesized area (%) |
|---|---|
| xor gates and xnor gates | 13.4 |
| DFF | 53.1 |
| and+or+nand+nor | 14.4 |
| adders and majority gates | 5.88 |
| other | 0.441 |
| buffers and inverters | 9.71 |
| AOI/OAI and AO/OA | 3.09 |
Power and IR drop assume default switching activity.
